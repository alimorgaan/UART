### flow/run.sh
#!/bin/bash
# OpenROAD 26Q1-2900-gdf79404cd8, Yosys 0.63+post, stock flow scripts
make -C /OpenROAD-flow-scripts/flow DESIGN_CONFIG=/design/flow/config.mk WORK_HOME=/design/flow/orfs finish
### flow/config.mk
export PLATFORM = sky130hd
export DESIGN_NAME = baud_gen
export DESIGN_NICKNAME = baud_gen
export VERILOG_FILES = /design/flow/design.v
export SDC_FILE = /design/flow/constraint.sdc
export NUM_CORES = 4
export LEC_CHECK = 1
export CORE_AREA = 10 10 106 106
export DIE_AREA = 0 0 116 116
### flow/constraint.sdc
current_design baud_gen

set clk_period 6.3
set clk_io_pct 0.2

create_clock -name clk0 -period $clk_period [get_ports {clock}]

set non_clock_inputs [all_inputs -no_clocks]
set_input_delay [expr $clk_period * $clk_io_pct] -clock clk0 $non_clock_inputs
set_output_delay [expr $clk_period * $clk_io_pct] -clock clk0 [all_outputs]
### flow/design.v
module baud_gen (
input [1:0] baud_rate , 
input clock ,
input rst , 
output reg baud_out 
);
reg [13 : 0] counter ; 
reg [13 : 0] limit ; 
always @(posedge clock , negedge rst) begin
    if(!rst) begin
        counter = 0 ; 
        baud_out = 0 ; 
    end 
    else begin
        counter = counter + 'd1 ;
        if (counter == limit) begin
        counter = 0 ; 
        baud_out = ~baud_out ; 
        end 
    end 
end
always @(baud_rate) begin
    case (baud_rate)
        2'b00 : limit = 'd10417 ; 
        2'b01 : limit = 'd5208 ; 
        2'b10 : limit = 'd2604 ; 
        2'b11 : limit = 'd1302 ;  
        default: limit = 0 ; 
    endcase
end
endmodule
==> flow_summary.ini <==
; generated from flow reports
[critical_path]
cp-endpoint = baud_out
worstSetupStartpointType = primary input
r2r_end = baud_out
path_max_fanout = 13
rr_worst_depth = 8
crit_start = baud_rate[1]
r2r-start = counter[0]
crit_required_ns = 6.40
r2r_slack_ns = 3.32
cp-end-kind = flip-flop
crit_type = primary input to flip-flop
worstPathArrival_ns = 3.85

[floorplan]
io-pin-count = 5
fp_util_pct = 13.1
num_rows = 34
die_h_um = 116
die_x_um = 116
die_area_mm2 = 0.0135
core_mm2 = 0.00885

[yosys]
yosys-stat-area_mm2 = 0.00116
syn_area_mm2 = 0.00116
yosys_cells = 123
synth-edff-count = 0
ys_seq_share_pct = 32.4
yosysWarnings = 1
synth-seq-cells = 15
syn_area_per_cell_um2 = 9.41
yosysUniqueCellTypes = 41
synthArstFlopShare_pct = 100
syn_inst = 123
ff_type = dfrtp_1

[detailed_routing]
post_drt_wl_per_cell_um = 10.1
vias = 854
n_antenna_cell = 0
vias_per_cell = 3.68
ant_nets = 0
drc = 0
dr.pass1.iters = 4
dr.first_iter.drc_count = 32
wl_mm = 2.35

[timing]
slew_violations = 0
finalClockSkew_ns = 0.00475
timing.final.setup_violations = 0
fin_hold_ws_ns = 0.506
fin_crit_ns = 3.75
tns_ns = 0
fmax_mhz = 267
worst_pin_slew_ns = 0.694
final_hold_viol_count = 0
slew_headroom_pct = 53.6
rsz0062_at_grt = false
fin_crit_sh_pct = 59.5

[outcome]
outcome = complete, no violations

[clocking]
postCtsHoldBufs = 0
clockBufferDepth = 2
post_cts_buffers = 0
cts.sinks = 15
cts_made_buffers = 3
insertion_delay_ns = 0.25
cts_resized = 0
path_clk_slew_ns = 0.06
htreeDepth = 1
clockRootBuffer = clkbuf_8
cts_tree = yes

[job]
warning_count = 29
maxCapViolCount = 0

[power_and_ir_drop]
irDropWorstVdd_uv = 69.1
leakage_nw = 0.521
p_clk_share_pct = 26.3
p_int_mw = 0.191
p_per_area_mw_per_mm2 = 218
p_comb_share_pct = 25.8
pwr-share-seq_pct = 47.8
power.share.switching_pct = 34.2
power_mw = 0.290
p_sw_mw = 0.0993

[min_path]
min_from = baud_out
hold_path_class = flip-flop to flip-flop

[global_routing]
grt_pass1_wl_mm = 4.03
antenna_found_initial = 0
grt_usage_pct = 3.74
first_global_vias = 787
grt_max_degree = 16
grt_overflow = 0

[placed_design]
place.gp.congestion = 0.882
dp_hpwl_mm = 1.79
portBuffers = 4
placed_cells = 228

[final_layout]
drive_gt1_share_pct = 8.06
stdcell_count = 232
area_growth_pct = 14.9
fillers = 993
[metrics by stage]
step	setup WS (ns)	utilization (%)	cell area, um2
after floorplan	3.23	-	1160
after global placement	2.33	14.5	1280
after detailed placement	2.33	14.5	1280
after CTS	2.54	15.0	1330
after global routing	2.35	15.0	1330
final	2.55	15.0	1330
[worst min-delay path by stage]
stage	to	slack [ns]	cells past startpoint
after CTS	baud_out	0.50	1
after global routing	baud_out	0.54	1
final	baud_out	0.51	1
[worst max-delay path, stage by stage]
cell             delay [ns]
clkdlybuf4s50_1        0.54
inv_1                  0.08
ha_1                   0.26
nor2_1                 0.18
xnor3_1                0.31
or3_1                  0.35
a22o_1                 0.24
nor3_4                 0.49
xor2_1                 0.14
[layout by cell type, fill, tap and decap left out, drive strengths merged]
cell type      count
xnor2             11
a22o               1
nor3               6
a2111oi            1
o2111ai            1
clkdlybuf4s50      4
or2                1
nor2b              1
o211ai             1
nor4               2
nand4              4
nand3              7
o311a              1
or4                1
nor3b              2
a21oi              2
a32oi              1
mux2               2
dfrtp             15
o31a               1
nand2              5
ha                 6
o21ai              1
o22ai              1
nor2              18
nand3b             2
and3               1
mux2i              1
a31oi              1
clkbuf             4
nor4b              1
inv                7
or3                1
xnor3              2
xor2               8
[cells in the mapped netlist, drive strengths merged (4+ instances only)]
cell type / instances / area (um2)
nor3: 6 / 52.6
buf: 5 / 38.8
xor2: 8 / 70.1
ha: 6 / 75.1
nand2: 5 / 21.3
xnor2: 11 / 96.3
inv: 7 / 26.3
dfrtp: 15 / 375
nor2: 18 / 67.6
nand4: 4 / 40.0
nand3: 7 / 35.0
[per-layer routing]
layer	up-vias	global-route usage, %	wire (um)
met5	-	0	0
met4	0	0.584	0
met3	0	1.47	169
met2	22	5.04	931
met1	405	5.56	1250
li1	427	-	-
[final cells by class]
class	count	area, um2	share of cell area, %
inverter	7	26.3	1.98
multi-input combinational	94	708	53.2
timing repair buffer	4	40.0	3.01
sequential	15	375	28.2
clock buffer	4	45.0	3.39
tap	108	135	10.2
[cell families after synthesis]
| kind of cell | after synthesis | share of synthesized area (%) |
|---|---|---|
| AND/OR/NAND/NOR | 52 | 25.9 |
| XOR/XNOR | 21 | 18.3 |
| flip-flops | 15 | 32.4 |
| buffers and inverters | 14 | 6.38 |
| AND-OR/OR-AND | 12 | 7.68 |
| adder cells (fa/ha/maj) | 6 | 6.49 |
| multiplexers | 3 | 2.81 |
[sequential cells by signal, summed over array words and instances (netlist names)]
| register | count |
|---|---|
| counter | 14 |
| baud_out | 1 |
[power groups by stage]
stage	clock network (mW)	registers [mW]	logic, mW
after CTS	0.0791	0.139	0.0747
final	0.0765	0.139	0.0750
after global routing	0.0850	0.142	0.0835
Power and IR drop assume default switching activity.
