$ cat ./constraint.sdc
current_design PISO

set clk_period 4.8
set clk_io_pct 0.2

create_clock -name clk0 -period $clk_period [get_ports {BaudOut}]

set non_clock_inputs [all_inputs -no_clocks]
set_input_delay [expr $clk_period * $clk_io_pct] -clock clk0 $non_clock_inputs
set_output_delay [expr $clk_period * $clk_io_pct] -clock clk0 [all_outputs]
$ cat ./run.sh
#!/bin/bash
# OpenROAD 26Q1-2900-gdf79404cd8, Yosys 0.63+post, stock flow scripts
make -C /OpenROAD-flow-scripts/flow DESIGN_CONFIG=/design/flow/config.mk WORK_HOME=/design/flow/orfs finish
$ cat ./design.v
module PISO 
  #(parameter Bits = 11)(
    input [1:0]   parity_type, 
	input 		  stop_bits, 	 
    input 		  data_length, 	 
    input         send, rst,  
    input         BaudOut,    
    input [Bits - 1:0]  FrameOut,
    output reg 	data_out, 		 
	output reg 	p_parity_out, 	 
	output reg 	tx_active, 		 
	output reg 	tx_done 		 
);
reg       ParHolder;
reg [7:0] DataIn;
integer   SerialPos    = 0;
always @(data_length, FrameOut) begin
    DataIn = data_length? FrameOut[8:1] : {1'b0, FrameOut[7:1]};
    ParHolder = (^DataIn)? 1'b0 : 1'b1;
end
always @(negedge rst, posedge BaudOut) begin
    if (~rst) begin
    data_out        = 'b1;
    p_parity_out    = 'b0;
    tx_active       = 'b0;
    tx_done         = 'b1;
    end
    else begin
        if (send) begin
            if (SerialPos == (Bits - 1)) begin
                tx_done   = 1'b1;
                tx_active = 1'b0;
                SerialPos = 0;
            end
            else begin
                data_out  = FrameOut[SerialPos];
                SerialPos = SerialPos + 1;
                tx_done   = 1'b0;
                tx_active = 1'b1;
            end
            if (parity_type  == 'b00 || parity_type == 'b11 ) begin
                p_parity_out = ParHolder;
            end
            else begin
                p_parity_out = 'b0;
            end
        end
        else begin
        data_out        = 'b1;
        p_parity_out    = 'b0;
        tx_done         = 1'b1;
        tx_active       = 1'b0;
        end
    end  
end
endmodule
$ cat ./config.mk
export PLATFORM = sky130hd
export DESIGN_NAME = PISO
export DESIGN_NICKNAME = PISO
export VERILOG_FILES = /design/flow/design.v
export SDC_FILE = /design/flow/constraint.sdc
export NUM_CORES = 4
export LEC_CHECK = 1
export CORE_UTILIZATION = 40
==> highlights.md <==
## Status
* **result of the run** finished clean

## Timing
* **period utilization** 49.2%
* **final setup skew** 0.00455 ns
* **final count of pins violating max slew** 0
* **Final Hold Vio Count** 0
* **endpoints failing setup** 0
* **Final min period** 2.36 ns
* **Fmax** 424 MHz
* **worst max-slew margin expressed relative to the limit** 47.9%
* **RSZ-0062 raised after global routing** false
* **Sum Neg Setup Slack** 0 ns
* **pin slew with the least headroom to its limit** 0.777 ns

## Place
* **routability congestion estimate** 0.852
* **Buffers on Ports** 20
* **Detailed Place HPWL** 2.50 mm

## GRT
* **antenna violations before repair** 0
* **global-route usage over all layers** 16.6%
* **via count of the first global-routing pass** 1344
* **first-pass GRT wire length** 6.42 mm
* **largest net degree at the start of global routing** 33
* **total global routing overflow** 0

## Power and ir drop
* **post-layout power** 0.652 mW
* **ratio of total power to cell area** 279 nW/um^2
* **Lkg Pwr** 0.789 nW
* **worst vdd ir** 0.000131 V

## Flow run
* **tally of max-capacitance violations** 0
* **Tool Warnings** 27

## Critical path
* **largest fanout on the critical path** 2
* **Critical Path Max Stage Delay** 0.50 ns
* **worst setup path category** in2reg
* **Worst Path Required** 5.02 ns
* **endpoint class of the critical path** register
* **cells along the critical path** clkdlybuf4s50_1 > mux2i_1 > mux4_2 > a2111o_1 > o21ai_1
* **arrival time at the worst endpoint** 2.58 ns
* **Startpoint Class** primary input
* **slowest CP cell** sky130_fd_sc_hd__clkdlybuf4s50_1

## Clock tree
* **buffers inserted during post-CTS setup optimization** 0
* **clock root buffer master** sky130_fd_sc_hd__clkbuf_8
* **CTS tree** built
* **maximum clock insertion buffer count** 2
* **clock sink count** 36
* **Post-CTS Hold Buffers** 0
* **total CTS buffers** 5
* **number of levels in the clock H-tree** 2
* **clock insertion delay at the later pin of the skew report** 0.28 ns
* **Resized Gates After CTS** 0
* **clock-pin transition on the worst setup and hold timing paths** 0.07 ns

## Drt
* **DRT iter0 DRCs** 67
* **final routed wire length divided by cell count** 14.1 um
* **final wirelength** 3.68 mm
* **Avg Vias per Cell** 5.10
* **count of vias placed by the detailed router** 1327
* **number of remaining DRC errors** 0
* **ant diodes** 0
* **antenna violation net count after detailed routing** 0
* **1st-pass router iterations** 4

## Logic synthesis
* **cell accounting for the most synthesized area** sky130_fd_sc_hd__edfxtp_1
* **number of warnings issued by yosys** 1
* **Seq share, synth** 53.8%
* **top area contributor share** 48.6%
* **Synth Cell Area** 1980 um^2
* **Synthesized registers** 36
* **Yosys Instances** 168
* **post-synth area from yosys stat** 1980 um^2
* **main area contributors** sky130_fd_sc_hd__edfxtp_1 49%, sky130_fd_sc_hd__xnor2_1 12%, sky130_fd_sc_hd__nand4_1 4.4%
* **Mapped Cells** 168
* **mean cell area of the mapped netlist** 11.8 um^2
* **number of distinct standard cells referenced by the synthesized netlist** 28

## Die
* **Std-Cell Rows** 25
* **number of I/O pins** 22
* **core utilization at floorplan** 41.6%
* **Die Width** 72.3 um
* **Core Box Area** 4750 um^2
* **die boundary height** 72.3 um
* **die footprint** 5230 um^2

## Worst hold path
* **kind of path behind the tightest hold check** reg2reg

## Finish
* **area added between synthesis and finish** 18.2%
* **fraction of layout instances using a drive strength above 1** 6.22%
* **fill count** 438
* **most frequently placed logic cell in the final layout** sky130_fd_sc_hd__edfxtp_1
* **commonest non-fill, non-tap cells in the layout** 32 x sky130_fd_sc_hd__edfxtp_1, 28 x sky130_fd_sc_hd__xnor2_1, 20 x sky130_fd_sc_hd__clkdlybuf4s50_1

## stage by stage
| stage | cell area, um^2 | util (%) | setup WS (ns) | std cells | hold WS (ns) |
|---|---|---|---|---|---|
| after global placement | 2250 | 47.2 | 2.14 | 252 | 0.570 |
| after detailed placement | 2250 | 47.2 | 2.14 | 252 | 0.580 |
| after global routing | 2340 | 49.1 | 2.31 | 260 | 0.615 |
| final | 2340 | 49.1 | 2.44 | 260 | 0.585 |
| after CTS | 2340 | 49.1 | 2.42 | 260 | 0.592 |
| after floorplan | 1980 | - | 2.65 | 168 | 0.548 |
## kinds of logic (layout without fill, tap and decap cells)
group / count (synthesis) / in the layout / synth area share [%]
AND/OR/NAND/NOR: 71 / 71 / 19.7
XOR/XNOR: 37 / 37 / 17.1
flip-flops: 36 / 36 / 53.8
buffers and inverters: 11 / 36 / 2.47
multiplexers: 6 / 6 / 3.67
AND-OR/OR-AND: 5 / 5 / 2.03
adder cells (fa/ha/maj): 2 / 2 / 1.27
## registers in the layout, summed over array words and instances (netlist names)
register	count
SerialPos	32
data_out	1
p_parity_out	1
tx_active	1
tx_done	1
## worst max-delay path: cells and delay by family
family          cells  cell delay (ns)
compound gates      2             0.56
mux                 2             0.56
buf+inv             1             0.50
## path summary, 6_finish.rpt
path	slack (ns)	endpoint	cells past startpoint	from
min in group asynchronous	0.88	p_parity_out$_DFF_PN0_	1	rst
max in group asynchronous	3.69	data_out$_DFFE_PN1P_	1	rst
setup reg to reg	2.49	SerialPos[26]$_SDFFCE_PN0P_	5	SerialPos[0]$_SDFFCE_PN0P_
hold reg to reg	0.59	data_out$_DFFE_PN1P_	3	data_out$_DFFE_PN1P_
hold / removal	0.59	data_out$_DFFE_PN1P_	3	data_out$_DFFE_PN1P_
setup / recovery	2.44	data_out$_DFFE_PN1P_	5	FrameOut[7]
## layer usage
metal	track usage [%]	up-vias	wire length [um]
met5	0	-	0
met4	1.96	0	55
met3	4.37	6	227
met2	24.0	40	1610
met1	28.1	614	1790
li1	-	667	-
## synth_stat cells (all sizes together)
master and instances:
edfxtp 32, xnor2 28, nand4 14, nand3 13
nor2 13, nand2 8, xor2 8, inv 7
nor4 7, and3 6, mux2i 5, nor3 5
clkbuf 3, dfrtp 2, dfstp 2, ha 2
nor4b 2, o21ai 2, a2111o 1, and2 1
buf 1, mux4 1, nand2b 1, o311a 1
o31a 1, or4bb 1, xnor3 1
## layout make-up
class,count,area (um^2),area share [%]
Tap cell,67,83.8,3.59
Inverter,7,26.3,1.12
Sequential cell,36,1060,45.5
Multi-Input combinational cell,121,865,37.0
Clock buffer,8,90.1,3.86
Timing Repair Buffer,21,208,8.89
## power breakdown
group          switching (mW)  internal [mW]  leakage [nW]
Clock                   0.101          0.117        0.0455
Sequential             0.0154          0.358         0.346
Combinational          0.0231         0.0387         0.397
Power and IR drop assume default switching activity.
