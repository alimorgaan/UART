**flow/design.v**
```verilog
module parity (
    input [7:0] data_in ,
    input rst ,
    input [1:0] parity_type ,
    output reg parity_out 
);
always @(*) begin
    if (~rst) begin    
        parity_out =0;
    end
    else begin
    case (parity_type)
        2'b00:
          parity_out<=0;      
        2'b01:                
            if (^ data_in ) begin
            parity_out<=0;
         end
         else if ( data_in==0 ) begin
            parity_out<=0;
         end
         else begin parity_out<=1;
         end
        2'b10:                
            if (^ data_in ) begin
            parity_out<=1;
         end
         else begin parity_out<=0;
         end       
        2'b11:               
         parity_out<=0;    
        default: parity_out<=0;  
    endcase 
    end
end
endmodule
```
**flow/run.sh**
```bash
#!/bin/bash
# OpenROAD 26Q1-2900-gdf79404cd8, Yosys 0.63+post, stock flow scripts
make -C /OpenROAD-flow-scripts/flow DESIGN_CONFIG=/design/flow/config.mk WORK_HOME=/design/flow/orfs finish
```
**flow/config.mk**
```make
export PLATFORM = sky130hd
export DESIGN_NAME = parity
export DESIGN_NICKNAME = parity
export VERILOG_FILES = /design/flow/design.v
export SDC_FILE = /design/flow/constraint.sdc
export NUM_CORES = 4
export LEC_CHECK = 1
export CORE_AREA = 10 10 70 70
export DIE_AREA = 0 0 80 80
```
**flow/constraint.sdc**
```tcl
current_design parity

set clk_period 1.6
set clk_io_pct 0.2

create_clock -name clk0 -period $clk_period

set non_clock_inputs [all_inputs -no_clocks]
set_input_delay [expr $clk_period * $clk_io_pct] -clock clk0 $non_clock_inputs
set_output_delay [expr $clk_period * $clk_io_pct] -clock clk0 [all_outputs]
```
==> run notes <==
flow finished, numbers: wire length per cell after detailed routing=6.221 um, via count normalized by instance count=around 2.2, arrival time at the worst endpoint=about 1300 ps, flop count=0, area taken by flip-flops and latches=0 um^2, number of DRC violations after detailed routing=0, maximum number of pins on one net before global-route repair=3, share of synthesized cell area in full adder, half adder and majority cells=approximately 36%, data required time at the worst endpoint=around 1300 ps, Syn Std Cell Area=roughly 140 um^2, power consumption=between 0.1 and 0.15 mW, portion of the post-synthesis area used by sequential elements=0%, ordered list of cells on the worst path=buf_6, inv_2, ha_4, xnor2_4, xnor2_2, mux2i_1, buf_2, distinct cell type count of the synthesized netlist=8, layout cells sized above 1=77.42%, total setup buffers inserted after CTS=0, number of placement rows=21, cell count listed in synth_stat.txt=19, Post-Route Utilization=a little under an eighth, AND/OR/NAND/NOR Cells, Area Fraction=16.22%, crit path capture=parity_out, crit end category=output pin, setup repair after global routing missed its margin=true, post-synthesis area per instance=7.310 um^2, total routing usage reported by global routing=approximately 1.4%, total via count after detailed routing=about 170, area fraction in mux cells=slightly above 7%, number of antenna violations at the first check in global routing=0, area growth from synthesis to final layout=189.2%, Setup Viol. Count Final=1, iteration-0 DRC count of the detailed router=0, share of the synthesized area in the top cell type=36.04%, post-layout min period=around 1600 ps, most area-hungry cell type in the Yosys netlist=sky130_fd_sc_hd__ha_1, Initial Util=under 10%, worst path setup slack after routing=-28.96 ps, diode count=0, chip area in the Yosys report=138.9 um^2, maximum fanout count along the critical path=1, Min Hold Slack=~1300 ps, Final Slew Violations=0, height of the chip=roughly 80 um, Top-Level Pins=12, Design Area, Final=401.6 um^2, Post-DP Area=~320 um^2, Setup CP Type=in2out, synth warn=1, uppermost layer routed=met3, worst supply voltage drop on vdd=0.04156 mV, length of routed met3 wiring=between 70 and 80 um, number of instances in the synthesized netlist=19, total core area=between 0.003 and 0.004 mm^2, xor/xnor cell area share of the yosys netlist=18.92%, Final Hold Vio Count=0, min-delay worst type=in2out, Worst Max-Slew Pin Slew=approximately 120 ps, final weighted congestion in routability-driven placement=0.7595, chip area=around 0.0064 mm^2, static leakage=about 0.16 nW, Compound Share, Synth=0%, headroom to the max-slew limit=91.75%, wire length of the first global-routing pass=roughly 800 um, top area cells in the synthesized netlist=sky130_fd_sc_hd__ha_1 (36%), sky130_fd_sc_hd__inv_1 (22%), sky130_fd_sc_hd__xnor2_1 (13%), first-pass iteration count of the detailed router=1, PwrDens=305.6 mW/mm^2, slowest stage delay, CP=around 210 ps, failing checks=setup timing, antenna violation net count after detailed routing=0, cell with the largest stage delay on the worst path=sky130_fd_sc_hd__ha_4, TNS Setup=-28.96 ps, Post-Route WL=between 400 and 500 um, IO Port Bufs=12, number of clock buffers in the layout=0, launch point of the worst path=data_in[1], tool warnings=34, met2 wire length=a little over 200 um, die outline width=approximately 80 um, residual overflow from global routing=0, vias in the first global route=between 150 and 200, category of the worst setup path launch point=input port, Main logic family=adder cells, total half-perimeter wirelength after legalization and detailed placement=between 300 and 400 um, status=complete, but fails checks, met1 WL=just under 200 um, Max-cap violations=0, Tcrit/Tclk final=101.8%, fmax=613.9 MHz
-- worst min path at each step --
stage / startpoint / to / depth (start not counted)
final: data_in[3] / parity_out / 7
after global routing: data_in[2] / parity_out / 7
after CTS: data_in[2] / parity_out / 7
-- logic make-up (layout without fill, tap and decap cells) --
kind of cell             after synthesis  in the layout
buffers and inverters                  8             20
multiplexers                           1              1
XOR/XNOR                               3              3
adder cells (fa/ha/maj)                4              4
AND/OR/NAND/NOR                        3              3
-- what timing repair did --
item / 4_1_cts / 5_1_grt
endpoints found under the setup margin: 1 / 1
gates resized: 49 / 3
pin swaps: 7 / 0
hold buffers: 0 / 0
-- cells in the final DEF, fill, tap and decap left out --
master	Yosys	layout
sky130_fd_sc_hd__inv_4	0	1
sky130_fd_sc_hd__xnor2_2	0	1
sky130_fd_sc_hd__buf_6	0	7
sky130_fd_sc_hd__clkdlybuf4s50_1	0	3
sky130_fd_sc_hd__nand4_1	1	1
sky130_fd_sc_hd__buf_2	0	2
sky130_fd_sc_hd__nand3b_1	1	1
sky130_fd_sc_hd__inv_2	0	7
sky130_fd_sc_hd__ha_4	0	4
sky130_fd_sc_hd__mux2i_1	1	1
sky130_fd_sc_hd__xnor2_4	0	1
sky130_fd_sc_hd__nand4b_1	1	1
sky130_fd_sc_hd__xor2_2	0	1
-- critical path: cells and delay by family --
family / cells / cell delay (ps)
buf+inv: 3 / 250
mux: 1 / 200
xor+xnor: 2 / 320
fa+ha+maj: 1 / 210
-- cell usage after synthesis, drive strengths merged --
library cell	number
inv	8
ha	4
xnor2	2
mux2i	1
nand3b	1
nand4	1
nand4b	1
xor2	1
-- layout make-up --
class / count / area, um^2
fillers: 382 / 3014
inverters: 8 / 32.53
multi-input cells: 11 / 192.7
well taps: 46 / 57.56
repair buffers: 12 / 118.9
-- metrics by stage --
step	cells	setup WS, ps
finish	77	-28.96
global route	77	-85.48
CTS	77	-70.57
detailed placement	77	-907.6
global placement	77	-895.2
floorplan	19	159.1
-- power breakdown --
| part | leakage [nW] | switching [mW] | internal [mW] |
|---|---|---|---|
| registers | 0 | 0 | 0 |
| logic | 0.160 | 0.0428 | 0.0800 |
| clock network | 0 | 0 | 0 |
-- layer usage --
| metal | vias up | track usage (%) |
|---|---|---|
| met5 | - | 0 |
| met4 | 0 | 0 |
| met3 | 0 | 0.6818 |
| met2 | 10 | 2.167 |
| met1 | 75 | 1.913 |
| li1 | 82 | - |
Power is estimated from default activity; no workload was simulated.
